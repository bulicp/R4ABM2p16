<file path="/design/flow/config.mk">
export PLATFORM = sky130hd
export DESIGN_NAME = carry_lookahead_adder
export DESIGN_NICKNAME = carry_lookahead_adder
export VERILOG_FILES = /design/flow/design.v
export SDC_FILE = /design/flow/constraint.sdc
export NUM_CORES = 4
export LEC_CHECK = 1
export CORE_AREA = 10 10 82 82
export DIE_AREA = 0 0 92 92
</file>
<file path="/design/flow/constraint.sdc">
current_design carry_lookahead_adder

set clk_period 8.2
set clk_io_pct 0.2

create_clock -name clk0 -period $clk_period

set non_clock_inputs [all_inputs -no_clocks]
set_input_delay [expr $clk_period * $clk_io_pct] -clock clk0 $non_clock_inputs
set_output_delay [expr $clk_period * $clk_io_pct] -clock clk0 [all_outputs]
</file>
<file path="/design/flow/design.v">
`timescale 1ns / 1ps
module R4ABM2p16( x,y,p);
input [15:0] x,y;
output [31:0] p;
wire [7:0] sign_factor;
wire [16:0] p1;
assign sign_factor[0] = y[1] & y[0];
genvar i;
generate
	for ( i = 0; i < 16; i = i+1 )
		begin : pp_first 
		booth_R4ABM2 pp_pr(x[i],y[1],p1[i]);
		end
endgenerate
booth last_pp0(x[15],x[15],y[1],y[0],1'b0,p1[16]);
wire [16:0] p2;
assign sign_factor[1] = y[3] & (y[2] ^ y[1]);
genvar i1;
generate
	for ( i1 = 0; i1 < 14; i1 = i1+1 )
		begin : pp_second 
		booth_R4ABM2 pp_pr(x[i1],y[3],p2[i1]);
		end
endgenerate
genvar i10;
generate
	for ( i10 = 14; i10 < 16; i10 = i10+1 )
		begin : pp_second_exact 
		booth pp_pr(x[i10],x[i10-1],y[3],y[2],y[1],p2[i10]);
		end
endgenerate
booth last_pp1(x[15],x[15],y[3],y[2],y[1],p2[16]);
wire [16:0] p3;
assign sign_factor[2] = y[5] & (y[4] ^ y[3]);
genvar i2;
generate
	for ( i2 = 0; i2 < 12; i2 = i2+1 )
		begin : pp_third 
		booth_R4ABM2 pp_pr(x[i2],y[5],p3[i2]);
		end
endgenerate
genvar j21;
generate
	for ( j21 = 12; j21 < 16; j21 = j21+1 )
		begin : pp_third_exact 
		booth pp_pr(x[j21],x[j21-1],y[5],y[4],y[3],p3[j21]);
		end
endgenerate
booth last_pp2(x[15],x[15],y[5],y[4],y[3],p3[16]);
wire [16:0] p4;
assign sign_factor[3] = y[7] & (y[6] ^ y[5]);
genvar i3;
generate
	for ( i3 = 0; i3 < 10; i3 = i3+1 )
		begin : pp_fourth 
		booth_R4ABM2 pp_pr(x[i3],y[7],p4[i3]);
		end
endgenerate
genvar j3;
generate
	for ( j3 = 10; j3 < 16; j3 = j3+1 )
		begin : pp_fourth_exact 
		booth pp_pr(x[j3],x[j3-1],y[7],y[6],y[5],p4[j3]);
		end
endgenerate
booth last_pp3(x[15],x[15],y[7],y[6],y[5],p4[16]);
wire [16:0] p5;
assign sign_factor[4] = y[9] & (y[8] ^ y[7]);
genvar i4;
generate
	for ( i4 = 0; i4 < 8; i4 = i4+1 )
		begin : pp_fifth 
		booth_R4ABM2 pp_pr(x[i4],y[9],p5[i4]);
		end
endgenerate
genvar j4;
generate
	for ( j4 = 8; j4 < 16; j4 = j4+1 )
		begin : pp_fifth_exact 
		booth pp_pr(x[j4],x[j4-1],y[9],y[8],y[7],p5[j4]);
		end
endgenerate
booth last_pp4(x[15],x[15],y[9],y[8],y[7],p5[16]);
wire [16:0] p6;
assign sign_factor[5] = y[11] & (y[10] ^ y[9]);
genvar i5;
generate
	for ( i5 = 0; i5 < 6; i5 = i5+1 )
		begin : pp_sixt
		booth_R4ABM2 pp_pr(x[i5],y[11],p6[i5]);
		end
endgenerate
genvar j5;
generate
	for ( j5 = 6; j5 < 16; j5 = j5+1 )
		begin : pp_sixt_exact 
		booth pp_pr(x[j5],x[j5-1],y[11],y[10],y[9],p6[j5]);
		end
endgenerate
booth last_pp5(x[15],x[15],y[11],y[10],y[9],p6[16]);
wire [16:0] p7;
assign sign_factor[6] = y[13] & (y[12] ^ y[11]);
genvar i6;
generate
	for ( i6 = 0; i6 < 4; i6 = i6+1 )
		begin : pp_seven
		booth_R4ABM2 pp_pr(x[i6],y[13],p7[i6]);
		end
endgenerate
genvar j6;
generate
	for ( j6 = 4; j6 < 16; j6 = j6+1 )
		begin : pp_seven_exact 
		booth pp_pr(x[j6],x[j6-1],y[13],y[12],y[11],p7[j6]);
		end
endgenerate
booth last_pp6(x[15],x[15],y[13],y[12],y[11],p7[16]);
wire [16:0] p8;
assign sign_factor[7] = y[15] & (y[14] ^ y[13]);
genvar i7;
generate
	for ( i7 = 0; i7 < 2; i7 = i7+1 )
		begin : pp_eight
		booth_R4ABM2 pp_pr(x[i7],y[15],p8[i7]);
		end
endgenerate
genvar j7;
generate
	for ( j7 = 2; j7 < 16; j7 = j7+1 )
		begin : pp_eight_exact 
		booth pp_pr(x[j7],x[j7-1],y[15],y[14],y[13],p8[j7]);
		end
endgenerate
booth last_pp7(x[15],x[15],y[15],y[14],y[13],p8[16]);
wire [7:0] E_MSB;
wire E_MSB0_neg;
not xn1(E_MSB[0],p1[16]);
not xn2(E_MSB[1],p2[16]);
not xn3(E_MSB[2],p3[16]);
not xn4(E_MSB[3],p4[16]);
not xn5(E_MSB[4],p5[16]);
not xn6(E_MSB[5],p6[16]);
not xn7(E_MSB[6],p7[16]);
not xn8(E_MSB[7],p8[16]);
not n1(E_MSB0_neg,E_MSB[0]);
wire [16:0] sum00_FA;
wire [16:0] carry00_FA;
wire [2:0] sum00_HA;
wire [2:0] carry00_HA;
wire [2:0] tmp001_HA;
wire [2:0] tmp002_HA;
assign tmp001_HA = {1'b1,p1[3],p1[0]};
assign tmp002_HA = {p3[16],p2[1],sign_factor[0]};
genvar i000;
generate
	for (i000 = 0; i000 < 3; i000 = i000 + 1)
		begin : pp_had000
		HAd pp_had(tmp001_HA[i000],tmp002_HA[i000],carry00_HA[i000],sum00_HA[i000]);
		end
endgenerate
wire [16:0] tmp001_FA;
wire [16:0] tmp002_FA;
wire [16:0] tmp003_FA;
assign tmp001_FA = {E_MSB[0],E_MSB0_neg,E_MSB0_neg, p1[16:4],p1[2]};
assign tmp002_FA = {E_MSB[1],p2[16:2],p2[0]};
assign tmp003_FA = {p3[16:0],sign_factor[1]};
genvar i001;
generate
	for (i001 = 0; i001 < 17; i001 = i001 + 1)
		begin : pp_fad00
		FAd pp_fad(tmp001_FA[i001],tmp002_FA[i001], tmp003_FA[i001], carry00_FA[i001],sum00_FA[i001]);
		end
endgenerate
wire [15:0] sum01_FA;
wire [15:0] carry01_FA;
wire [3:0] sum01_HA;
wire [3:0] carry01_HA;
wire [3:0] tmp011_HA;
wire [3:0] tmp012_HA;
assign tmp011_HA = {1'b1,E_MSB[4],p4[3],p4[0]};
assign tmp012_HA = {p6[16:15],p5[1],sign_factor[3]};
genvar i010;
generate
	for (i010 = 0; i010 < 4; i010 = i010 + 1)
		begin : pp_had01
		HAd pp_had(tmp011_HA[i010],tmp012_HA[i010],carry01_HA[i010],sum01_HA[i010]);
		end
endgenerate
wire [15:0] tmp011_FA;
wire [15:0] tmp012_FA;
wire [15:0] tmp013_FA;
assign tmp011_FA = {1'b1,E_MSB[3],p4[16:4],p4[2]};
assign tmp012_FA = {p5[16:2],p5[0]};
assign tmp013_FA = {p6[14:0],sign_factor[4]};
genvar i011;
generate
	for (i011 = 0; i011 < 16; i011 = i011 + 1)
		begin : pp_fad01
		FAd pp_fad(tmp011_FA[i011],tmp012_FA[i011], tmp013_FA[i011], carry01_FA[i011],sum01_FA[i011]);
		end
endgenerate
wire  sum02_FA;
wire  carry02_FA;
wire [16:0] sum02_HA;
wire [16:0] carry02_HA;
FAd f020(p7[2],p8[0],sign_factor[7],carry02_FA,sum02_FA);
wire [16:0] tmp021_HA;
wire [16:0] tmp022_HA;
assign tmp021_HA = {1'b1,E_MSB[6],p7[16:3],p7[0]};
assign tmp022_HA = {p8[16:1],sign_factor[6]};
genvar i020;
generate
	for (i020 = 0; i020  < 17; i020  = i020  + 1)
		begin : pp_had02
		HAd pp_had(tmp021_HA[i020],tmp022_HA[i020],carry02_HA[i020],sum02_HA[i020]);
		end
endgenerate
wire [16:0] sum10_FA;
wire [16:0] carry10_FA;
wire [3:0] sum10_HA;
wire [3:0] carry10_HA;
HAd h100(p1[1],carry00_HA[0],carry10_HA[0],sum10_HA[0]);
HAd h101(sum00_HA[1],carry00_FA[0],carry10_HA[1],sum10_HA[1]);
HAd h102(sum00_FA[2],carry00_FA[1],carry10_HA[2],sum10_HA[2]);
HAd h103(1'b1,sum01_FA[13],carry10_HA[3],sum10_HA[3]);
wire[16:0] tmp100;
wire[16:0] tmp101;
wire[16:0] tmp102;
assign tmp100 = { E_MSB[2],sum00_HA[2],sum00_FA[16:3],sum00_FA[1]};
assign tmp101 = {carry00_HA[2],carry00_FA[16:2],carry00_HA[1]};
assign tmp102 = {sum01_FA[12:1],sum01_HA[1],sum01_FA[0],p4[1],sum01_HA[0],sign_factor[2]};
genvar i11;
generate
	for(i11 = 0; i11 < 17; i11 = i11 +1 )
		begin : pp_fad10
		FAd pp_fad(tmp100[i11],tmp101[i11],tmp102[i11],carry10_FA[i11],sum10_FA[i11]);
		end
endgenerate
wire [13:0] sum11_FA;
wire [13:0] carry11_FA;
wire [6:0] sum11_HA;
wire [6:0] carry11_HA;   
wire[6:0] tmp100_HA;
wire[6:0] tmp101_HA;
assign tmp100_HA = {E_MSB[7],sum02_HA[16:14],carry01_FA[4],carry01_FA[2],carry01_HA[1]};
assign tmp101_HA = {carry02_HA[16:13],sum02_FA,sum02_HA[0],sign_factor[5]};
genvar i12;
generate
	for(i12 = 0; i12 < 7; i12 = i12 +1 )
		begin : pp_had11
		HAd pp_had(tmp100_HA[i12],tmp101_HA[i12],carry11_HA[i12],sum11_HA[i12]);
		end
endgenerate
wire[13:0] tmp110_FA;
wire[13:0] tmp111_FA;
wire[13:0] tmp112_FA;
assign tmp110_FA = {carry01_HA[3:2],carry01_FA[15:5],carry01_FA[3]};
assign tmp111_FA = {sum02_HA[13:1],p7[1]};
assign tmp112_FA = {carry02_HA[12:1],carry02_FA,carry02_HA[0]};
genvar i13;
generate
	for(i13 = 0; i13 < 14; i13 = i13 +1 )
		begin : pp_fad12
		FAd pp_fad(tmp110_FA[i13],tmp111_FA[i13],tmp112_FA[i13],carry11_FA[i13],sum11_FA[i13]);
		end
endgenerate
wire [20:0] sum20_FA;
wire [20:0] carry20_FA;
wire [7:0] sum20_HA;
wire [7:0] carry20_HA; 
wire[7:0] tmp200_HA;
wire[7:0] tmp201_HA;
assign tmp200_HA = {sum11_HA[6:4],sum10_FA[3],sum10_FA[1],sum10_HA[2],sum10_FA[0],sum00_FA[0]};
assign tmp201_HA = {carry11_HA[5:3],carry10_FA[2],carry10_HA[2],carry10_FA[0],carry10_HA[1],carry10_HA[0]};
genvar i20;
generate
	for(i20 = 0; i20 < 8; i20 = i20 +1 )
		begin : pp_had20 
		HAd pp_had(tmp200_HA[i20],tmp201_HA[i20],carry20_HA[i20],sum20_HA[i20]);
		end
endgenerate
wire[20:0] tmp200_FA;
wire[20:0] tmp201_FA;
wire[20:0] tmp202_FA;
assign tmp200_FA = {1'b1,E_MSB[5],sum01_HA[3:2],sum01_FA[15:14],sum10_HA[3],sum10_FA[16:4],sum10_FA[2]};
assign tmp201_FA = {sum11_HA[3],sum11_FA[13:10],carry10_HA[3],carry10_FA[16:3],carry10_FA[1]};
assign tmp202_FA = {carry11_FA[13:9],sum11_FA[9:1],sum11_HA[2],sum11_FA[0],sum11_HA[1],carry01_FA[1],sum11_HA[0],carry01_FA[0],carry01_HA[0]};
genvar i21;
generate
	for(i21 = 0; i21 < 21; i21 = i21 +1 )
		begin : pp_fad20
		FAd pp_fad(tmp200_FA[i21],tmp201_FA[i21],tmp202_FA[i21],carry20_FA[i21],sum20_FA[i21]);
		end
endgenerate
wire [11:0] sum30_FA;
wire [11:0] carry30_FA;
wire [16:0] sum30_HA;
wire [16:0] carry30_HA; 
wire[16:0] tmp300_HA;
wire[16:0] tmp301_HA;
assign tmp300_HA = {carry11_HA[6],sum20_HA[7:5] ,sum20_FA[20:16],sum20_FA[4],sum20_FA[2:1],sum20_HA[4],sum20_FA[0],sum20_HA[3:2],sum10_HA[1]};
assign tmp301_HA = {carry20_HA[7:5],carry20_FA[20:15],carry20_FA[3],carry20_FA[1],carry20_HA[4],carry20_FA[0],carry20_HA[3:0]};
genvar i30;
generate
	for(i30 = 0; i30 < 17; i30 = i30 +1 )
		begin : pp_had30
		HAd pp_had(tmp300_HA[i30],tmp301_HA[i30],carry30_HA[i30],sum30_HA[i30]);
		end
endgenerate
wire[11:0] tmp300_FA;
wire[11:0] tmp301_FA;
wire[11:0] tmp302_FA;
assign tmp300_FA = {sum20_FA[15:5],sum20_FA[3]};
assign tmp301_FA = {carry20_FA[14:4],carry20_FA[2]};
assign tmp302_FA = {carry11_FA[8:1],carry11_HA[2],carry11_FA[0],carry11_HA[1:0]};
genvar i31;
generate
	for(i31 = 0; i31 < 12; i31 = i31 +1 )
		begin : pp_fad31
		FAd pp_fad(tmp300_FA[i31],tmp301_FA[i31], tmp302_FA[i31], carry30_FA[i31],sum30_FA[i31]);
		end
endgenerate
wire [31:0] tmp_ADD1;
wire [31:0] tmp_ADD2;
assign tmp_ADD1 = {sum30_HA[15:8],sum30_FA[11:1],sum30_HA[7],sum30_FA[0],sum30_HA[6:1],sum20_HA[1],sum30_HA[0],sum20_HA[0],sum10_HA[0],sum00_HA[0]}; 
assign tmp_ADD2 = {carry30_HA[14:8],carry30_FA[11:1],carry30_HA[7],carry30_FA[0],carry30_HA[6:1],1'b0,carry30_HA[0],4'b0}; 
assign p = tmp_ADD1 + tmp_ADD2;
endmodule
module booth(a1,a0,b2,b1,b0,p);
	input a1,a0,b2,b1,b0;
	output p;
    wire [1:0] k;
    assign k[0] = (b1 ^ b0) & (b2 ^ a1);
    assign k[1] = (~(b1 ^ b0)) & (b2 ^ b1) & (b2 ^ a0);
    assign p = k[0] | k[1];
endmodule
module booth_R4ABM2(a0,b2,p);
	input a0,b2;
	output p;
    assign p = b2 ^ a0;
endmodule
module HAd(a,b,c,s);
	input a,b;
	output c,s;
	xor x1(s,a,b);
	and a1(c,a,b);
endmodule
module FAd(a,b,c,cy,sm);
	input a,b,c;
	output cy,sm;
	wire x,y,z;
	xor x1(x,a,b);
	xor x2(sm,x,c);
	and a1(y,a,b);
	and a2(z,x,c);
	or o1(cy,y,z);
endmodule
module FA(a,b,c,cy,sm);
	input a,b,c;
	output cy,sm;
	wire x,y,z;
	xor x1(x,a,b);
	xor x2(sm,x,c);
	and a1(y,a,b);
	and a2(z,x,c);
	or o1(cy,y,z);
endmodule
module carry_lookahead_adder
  #(parameter WIDTH = 16)
  (
   input [WIDTH-1:0] i_add1,
   input [WIDTH-1:0] i_add2,
   output [WIDTH:0]  o_result
   );
  wire [WIDTH:0]     w_C;
  wire [WIDTH-1:0]   w_G, w_P, w_SUM;
  genvar  ii;
  generate
    for (ii=0; ii<WIDTH; ii=ii+1) 
      begin
        FA full_adder_inst
            ( 
              .a(i_add1[ii]),
              .b(i_add2[ii]),
              .c(w_C[ii]),
              .sm(w_SUM[ii]),
              .cy()
              );
      end
  endgenerate
  genvar             jj;
  generate
    for (jj=0; jj<WIDTH; jj=jj+1) 
      begin
        assign w_G[jj]   = i_add1[jj] & i_add2[jj];
        assign w_P[jj]   = i_add1[jj] | i_add2[jj];
        assign w_C[jj+1] = w_G[jj] | (w_P[jj] & w_C[jj]);
      end
  endgenerate
  assign w_C[0] = 1'b0;  
  assign o_result = {w_C[WIDTH], w_SUM};    
endmodule  
</file>
<file path="/design/flow/run.sh">
#!/bin/bash
# OpenROAD 26Q1-2900-gdf79404cd8, Yosys 0.63+post, stock flow scripts
make -C /OpenROAD-flow-scripts/flow DESIGN_CONFIG=/design/flow/config.mk WORK_HOME=/design/flow/orfs finish
</file>
==> flow_metrics.py <==
# Flow results
metrics = {
    "outcome": {
        "status": "finished, violations left",
        "violations": "negative setup slack",
    },
    "min_path": {
        "worst_hold_path_type": "in -> out",
        "hp-start": "i_add1[0]",
    },
    "finish": {
        "n_clock_buffer": 0,
        "area_growth_pct": 108,
        "seqCellArea_um2": 0,
        "seq_cell_count": 0,
        "drive_gt1_share_pct": 35.7,
        "final_core_util_pct": 18.5,
        "fillers": 582,
    },
    "job": {
        "cap_violations": 0,
        "tool_warnings": 35,
    },
    "synth": {
        "adder_share_pct": 69.3,
        "ys_cells": 37,
        "common_cells": "buf_4, fa_1, inv_1",
        "synth_area_leader_cell": "fa_1",
        "ys_seq_share_pct": 0,
        "mux_share_pct": 0,
        "xor_share_pct": 0,
        "synth.distinct_cells": 4,
        "post_synth_ao_oa_area_fraction_pct": 0,
        "netlist_instances": 37,
        "top_cell_area_share_pct": 66.5,
        "syn_area_per_cell_um2": 12.2,
        "synth.most_common_cell": "buf_4",
        "simple_gate_area_share_pct": 0,
        "yosysChipArea_um2": 452,
        "syn_area_um2": 452,
        "synth_warnings": 0,
        "logic_family": "adder cells",
        "synthTopCellsByArea": "fa_1, buf_4, inv_1",
    },
    "floorplan": {
        "rows": 26,
        "core_um2": 5070,
        "fp.dieW_um": 92,
        "pin_count": 49,
        "initial_utilization_pct": 8.90,
        "die_h_um": 92,
        "chip_area_um2": 8460,
    },
    "final_timing": {
        "tightest_slew_ns": 0.122,
        "finalSetupTns_ns": -1.75,
        "rsz0062_at_grt": "yes",
        "hold_viol_final": 0,
        "slew_headroom_pct": 91.8,
        "fmax_mhz": 112,
        "setup_slack_ns": -0.738,
        "period_minus_slack_ns": 8.94,
        "finalCritPeriodShare_pct": 109,
        "setup_violations": 4,
        "drv_slew": 0,
    },
    "pwr": {
        "powerDensity_nw_per_um2": 66.3,
        "ir_worst_vdd_uv": 28.1,
        "p_leak_nw": 0.330,
    },
    "grt": {
        "grt_pass1_vias": 495,
        "grt_pass1_wl_um": 2480,
        "grt_max_degree": 2,
        "grt-ovfl-total": 0,
        "antenna_found_initial": 0,
        "grt_usage_pct": 3.68,
    },
    "detailed_routing": {
        "antenna_cells": 0,
        "drt_first_pass_iters": 1,
        "routed_wl_um": 1620,
        "vias_per_cell": 2.64,
        "drcViolationCount": 0,
        "wire_per_inst_um": 11.6,
        "drt-initial-drc-count": 0,
        "ant_nets": 0,
        "vias": 369,
    },
    "critical_path": {
        "critical_path_class": "in -> out",
        "critical_path_required_ns": 6.56,
        "crit_fanout": 1,
        "endpoint_kind": "primary output",
        "crit_start": "i_add1[0]",
        "cp-start-kind": "input pin",
        "arrival_ns": 7.30,
    },
    "placement": {
        "io_buffers": 49,
        "post-dp-hpwl_um": 1610,
        "gp_congestion": 0.744,
    },
}
-- power breakdown --
group	switching [mW]	leakage, nW	internal (mW)
logic	0.0178	0.330	0.0445
clock network	0	0	0
registers	0	0	0
total	0.0178	0.330	0.0445
-- metal layers --
| metal | track usage (%) | routed length [µm] | vias up | share of wire [%] |
|---|---|---|---|---|
| met5 | 0 | 0 | - | 0 |
| met4 | 0 | 0 | 0 | 0 |
| met3 | 4.70 | 505 | 0 | 31 |
| met2 | 4.59 | 509 | 49 | 31 |
| met1 | 4.04 | 604 | 163 | 37 |
| li1 | - | - | 157 | - |
-- timing repair --
item / CTS / global route
pin swaps: 16 / 16
hold buffers: 0 / 0
resized: 29 / 1
hold endpoints to repair: 0 / 0
buffers inserted: 0 / 0
endpoints found under the setup margin: 6 / 6
-- layout by cell type, fill, tap and decap left out --
cell type        netlist  layout
buf_2                  0       5
buf_6                  0       1
buf_8                  0       1
clkdlybuf4s15_1        0       1
clkdlybuf4s50_1        0      40
dlygate4sd2_1          0       1
fa_2                   0      15
ha_4                   0       1
inv_1                  5       3
inv_2                  0       2
-- metrics by stage --
stage	std cells	instance area [µm²]	worst slack, ns	power, mW	hold WS, ns
finish	140	940	-0.738	0.0623	3.93
global route	140	940	-0.885	0.0707	3.94
CTS	140	936	-1.05	0.0651	3.93
detailed placement	140	957	-1.43	0.0685	4.37
global placement	140	957	-1.41	0.0683	4.36
floorplan	37	499	-0.453	0.0323	3.39
-- critical path, cell delays in order --
cell	delay [ns]
buf_8	0.10
ha_4	0.15
fa_2	0.38
fa_2	0.35
fa_2	0.35
fa_2	0.35
fa_2	0.34
fa_2	0.34
fa_2	0.34
fa_2	0.34
inv_2	0.06
fa_2	0.18
inv_2	0.04
fa_2	0.33
fa_2	0.37
fa_2	0.35
fa_2	0.35
fa_2	0.35
fa_2	0.52
buf_2	0.09
-- layout make-up --
cell class	instances	area, µm²	share of cell area [%]
Multi-Input combinational cell	16	363	38.6
Timing Repair Buffer	49	470	50.1
Tap cell	70	87.6	9.32
Inverter	5	18.8	2.00
-- final timing paths --
check,endpoint,cells after the start
worst max-delay path,o_result[15],20
worst min-delay path,o_result[0],3
-- cells by family (layout without fill, tap and decap cells) --
logic type / after synthesis / count (layout)
adder cells (fa/ha/maj): 16 / 16
buffers and inverters: 21 / 54
Power figures rest on the tool's default switching activity, not on a simulated workload.
