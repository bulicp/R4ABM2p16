**design/flow/config.mk**
```make
export PLATFORM = sky130hd
export DESIGN_NAME = mult_top
export DESIGN_NICKNAME = mult_top
export VERILOG_FILES = /design/flow/design.v
export SDC_FILE = /design/flow/constraint.sdc
export NUM_CORES = 4
export LEC_CHECK = 1
export CORE_UTILIZATION = 30
```
**design/flow/constraint.sdc**
```tcl
current_design mult_top

set clk_period 8.9
set clk_io_pct 0.2

create_clock -name clk0 -period $clk_period [get_ports {clk}]

set non_clock_inputs [all_inputs -no_clocks]
set_input_delay [expr $clk_period * $clk_io_pct] -clock clk0 $non_clock_inputs
set_output_delay [expr $clk_period * $clk_io_pct] -clock clk0 [all_outputs]
```
**design/flow/design.v**
```verilog
`timescale 1ns / 1ps
module R4ABM2p16( x,y,p);
input [15:0] x,y;
output [31:0] p;
wire [7:0] sign_factor;
wire [16:0] p1;
assign sign_factor[0] = y[1] & y[0];
genvar i;
generate
	for ( i = 0; i < 16; i = i+1 )
		begin : pp_first 
		booth_R4ABM2 pp_pr(x[i],y[1],p1[i]);
		end
endgenerate
booth last_pp0(x[15],x[15],y[1],y[0],1'b0,p1[16]);
wire [16:0] p2;
assign sign_factor[1] = y[3] & (y[2] ^ y[1]);
genvar i1;
generate
	for ( i1 = 0; i1 < 14; i1 = i1+1 )
		begin : pp_second 
		booth_R4ABM2 pp_pr(x[i1],y[3],p2[i1]);
		end
endgenerate
genvar i10;
generate
	for ( i10 = 14; i10 < 16; i10 = i10+1 )
		begin : pp_second_exact 
		booth pp_pr(x[i10],x[i10-1],y[3],y[2],y[1],p2[i10]);
		end
endgenerate
booth last_pp1(x[15],x[15],y[3],y[2],y[1],p2[16]);
wire [16:0] p3;
assign sign_factor[2] = y[5] & (y[4] ^ y[3]);
genvar i2;
generate
	for ( i2 = 0; i2 < 12; i2 = i2+1 )
		begin : pp_third 
		booth_R4ABM2 pp_pr(x[i2],y[5],p3[i2]);
		end
endgenerate
genvar j21;
generate
	for ( j21 = 12; j21 < 16; j21 = j21+1 )
		begin : pp_third_exact 
		booth pp_pr(x[j21],x[j21-1],y[5],y[4],y[3],p3[j21]);
		end
endgenerate
booth last_pp2(x[15],x[15],y[5],y[4],y[3],p3[16]);
wire [16:0] p4;
assign sign_factor[3] = y[7] & (y[6] ^ y[5]);
genvar i3;
generate
	for ( i3 = 0; i3 < 10; i3 = i3+1 )
		begin : pp_fourth 
		booth_R4ABM2 pp_pr(x[i3],y[7],p4[i3]);
		end
endgenerate
genvar j3;
generate
	for ( j3 = 10; j3 < 16; j3 = j3+1 )
		begin : pp_fourth_exact 
		booth pp_pr(x[j3],x[j3-1],y[7],y[6],y[5],p4[j3]);
		end
endgenerate
booth last_pp3(x[15],x[15],y[7],y[6],y[5],p4[16]);
wire [16:0] p5;
assign sign_factor[4] = y[9] & (y[8] ^ y[7]);
genvar i4;
generate
	for ( i4 = 0; i4 < 8; i4 = i4+1 )
		begin : pp_fifth 
		booth_R4ABM2 pp_pr(x[i4],y[9],p5[i4]);
		end
endgenerate
genvar j4;
generate
	for ( j4 = 8; j4 < 16; j4 = j4+1 )
		begin : pp_fifth_exact 
		booth pp_pr(x[j4],x[j4-1],y[9],y[8],y[7],p5[j4]);
		end
endgenerate
booth last_pp4(x[15],x[15],y[9],y[8],y[7],p5[16]);
wire [16:0] p6;
assign sign_factor[5] = y[11] & (y[10] ^ y[9]);
genvar i5;
generate
	for ( i5 = 0; i5 < 6; i5 = i5+1 )
		begin : pp_sixt
		booth_R4ABM2 pp_pr(x[i5],y[11],p6[i5]);
		end
endgenerate
genvar j5;
generate
	for ( j5 = 6; j5 < 16; j5 = j5+1 )
		begin : pp_sixt_exact 
		booth pp_pr(x[j5],x[j5-1],y[11],y[10],y[9],p6[j5]);
		end
endgenerate
booth last_pp5(x[15],x[15],y[11],y[10],y[9],p6[16]);
wire [16:0] p7;
assign sign_factor[6] = y[13] & (y[12] ^ y[11]);
genvar i6;
generate
	for ( i6 = 0; i6 < 4; i6 = i6+1 )
		begin : pp_seven
		booth_R4ABM2 pp_pr(x[i6],y[13],p7[i6]);
		end
endgenerate
genvar j6;
generate
	for ( j6 = 4; j6 < 16; j6 = j6+1 )
		begin : pp_seven_exact 
		booth pp_pr(x[j6],x[j6-1],y[13],y[12],y[11],p7[j6]);
		end
endgenerate
booth last_pp6(x[15],x[15],y[13],y[12],y[11],p7[16]);
wire [16:0] p8;
assign sign_factor[7] = y[15] & (y[14] ^ y[13]);
genvar i7;
generate
	for ( i7 = 0; i7 < 2; i7 = i7+1 )
		begin : pp_eight
		booth_R4ABM2 pp_pr(x[i7],y[15],p8[i7]);
		end
endgenerate
genvar j7;
generate
	for ( j7 = 2; j7 < 16; j7 = j7+1 )
		begin : pp_eight_exact 
		booth pp_pr(x[j7],x[j7-1],y[15],y[14],y[13],p8[j7]);
		end
endgenerate
booth last_pp7(x[15],x[15],y[15],y[14],y[13],p8[16]);
wire [7:0] E_MSB;
wire E_MSB0_neg;
not xn1(E_MSB[0],p1[16]);
not xn2(E_MSB[1],p2[16]);
not xn3(E_MSB[2],p3[16]);
not xn4(E_MSB[3],p4[16]);
not xn5(E_MSB[4],p5[16]);
not xn6(E_MSB[5],p6[16]);
not xn7(E_MSB[6],p7[16]);
not xn8(E_MSB[7],p8[16]);
not n1(E_MSB0_neg,E_MSB[0]);
wire [16:0] sum00_FA;
wire [16:0] carry00_FA;
wire [2:0] sum00_HA;
wire [2:0] carry00_HA;
wire [2:0] tmp001_HA;
wire [2:0] tmp002_HA;
assign tmp001_HA = {1'b1,p1[3],p1[0]};
assign tmp002_HA = {p3[16],p2[1],sign_factor[0]};
genvar i000;
generate
	for (i000 = 0; i000 < 3; i000 = i000 + 1)
		begin : pp_had000
		HAd pp_had(tmp001_HA[i000],tmp002_HA[i000],carry00_HA[i000],sum00_HA[i000]);
		end
endgenerate
wire [16:0] tmp001_FA;
wire [16:0] tmp002_FA;
wire [16:0] tmp003_FA;
assign tmp001_FA = {E_MSB[0],E_MSB0_neg,E_MSB0_neg, p1[16:4],p1[2]};
assign tmp002_FA = {E_MSB[1],p2[16:2],p2[0]};
assign tmp003_FA = {p3[16:0],sign_factor[1]};
genvar i001;
generate
	for (i001 = 0; i001 < 17; i001 = i001 + 1)
		begin : pp_fad00
		FAd pp_fad(tmp001_FA[i001],tmp002_FA[i001], tmp003_FA[i001], carry00_FA[i001],sum00_FA[i001]);
		end
endgenerate
wire [15:0] sum01_FA;
wire [15:0] carry01_FA;
wire [3:0] sum01_HA;
wire [3:0] carry01_HA;
wire [3:0] tmp011_HA;
wire [3:0] tmp012_HA;
assign tmp011_HA = {1'b1,E_MSB[4],p4[3],p4[0]};
assign tmp012_HA = {p6[16:15],p5[1],sign_factor[3]};
genvar i010;
generate
	for (i010 = 0; i010 < 4; i010 = i010 + 1)
		begin : pp_had01
		HAd pp_had(tmp011_HA[i010],tmp012_HA[i010],carry01_HA[i010],sum01_HA[i010]);
		end
endgenerate
wire [15:0] tmp011_FA;
wire [15:0] tmp012_FA;
wire [15:0] tmp013_FA;
assign tmp011_FA = {1'b1,E_MSB[3],p4[16:4],p4[2]};
assign tmp012_FA = {p5[16:2],p5[0]};
assign tmp013_FA = {p6[14:0],sign_factor[4]};
genvar i011;
generate
	for (i011 = 0; i011 < 16; i011 = i011 + 1)
		begin : pp_fad01
		FAd pp_fad(tmp011_FA[i011],tmp012_FA[i011], tmp013_FA[i011], carry01_FA[i011],sum01_FA[i011]);
		end
endgenerate
wire  sum02_FA;
wire  carry02_FA;
wire [16:0] sum02_HA;
wire [16:0] carry02_HA;
FAd f020(p7[2],p8[0],sign_factor[7],carry02_FA,sum02_FA);
wire [16:0] tmp021_HA;
wire [16:0] tmp022_HA;
assign tmp021_HA = {1'b1,E_MSB[6],p7[16:3],p7[0]};
assign tmp022_HA = {p8[16:1],sign_factor[6]};
genvar i020;
generate
	for (i020 = 0; i020  < 17; i020  = i020  + 1)
		begin : pp_had02
		HAd pp_had(tmp021_HA[i020],tmp022_HA[i020],carry02_HA[i020],sum02_HA[i020]);
		end
endgenerate
wire [16:0] sum10_FA;
wire [16:0] carry10_FA;
wire [3:0] sum10_HA;
wire [3:0] carry10_HA;
HAd h100(p1[1],carry00_HA[0],carry10_HA[0],sum10_HA[0]);
HAd h101(sum00_HA[1],carry00_FA[0],carry10_HA[1],sum10_HA[1]);
HAd h102(sum00_FA[2],carry00_FA[1],carry10_HA[2],sum10_HA[2]);
HAd h103(1'b1,sum01_FA[13],carry10_HA[3],sum10_HA[3]);
wire[16:0] tmp100;
wire[16:0] tmp101;
wire[16:0] tmp102;
assign tmp100 = { E_MSB[2],sum00_HA[2],sum00_FA[16:3],sum00_FA[1]};
assign tmp101 = {carry00_HA[2],carry00_FA[16:2],carry00_HA[1]};
assign tmp102 = {sum01_FA[12:1],sum01_HA[1],sum01_FA[0],p4[1],sum01_HA[0],sign_factor[2]};
genvar i11;
generate
	for(i11 = 0; i11 < 17; i11 = i11 +1 )
		begin : pp_fad10
		FAd pp_fad(tmp100[i11],tmp101[i11],tmp102[i11],carry10_FA[i11],sum10_FA[i11]);
		end
endgenerate
wire [13:0] sum11_FA;
wire [13:0] carry11_FA;
wire [6:0] sum11_HA;
wire [6:0] carry11_HA;   
wire[6:0] tmp100_HA;
wire[6:0] tmp101_HA;
assign tmp100_HA = {E_MSB[7],sum02_HA[16:14],carry01_FA[4],carry01_FA[2],carry01_HA[1]};
assign tmp101_HA = {carry02_HA[16:13],sum02_FA,sum02_HA[0],sign_factor[5]};
genvar i12;
generate
	for(i12 = 0; i12 < 7; i12 = i12 +1 )
		begin : pp_had11
		HAd pp_had(tmp100_HA[i12],tmp101_HA[i12],carry11_HA[i12],sum11_HA[i12]);
		end
endgenerate
wire[13:0] tmp110_FA;
wire[13:0] tmp111_FA;
wire[13:0] tmp112_FA;
assign tmp110_FA = {carry01_HA[3:2],carry01_FA[15:5],carry01_FA[3]};
assign tmp111_FA = {sum02_HA[13:1],p7[1]};
assign tmp112_FA = {carry02_HA[12:1],carry02_FA,carry02_HA[0]};
genvar i13;
generate
	for(i13 = 0; i13 < 14; i13 = i13 +1 )
		begin : pp_fad12
		FAd pp_fad(tmp110_FA[i13],tmp111_FA[i13],tmp112_FA[i13],carry11_FA[i13],sum11_FA[i13]);
		end
endgenerate
wire [20:0] sum20_FA;
wire [20:0] carry20_FA;
wire [7:0] sum20_HA;
wire [7:0] carry20_HA; 
wire[7:0] tmp200_HA;
wire[7:0] tmp201_HA;
assign tmp200_HA = {sum11_HA[6:4],sum10_FA[3],sum10_FA[1],sum10_HA[2],sum10_FA[0],sum00_FA[0]};
assign tmp201_HA = {carry11_HA[5:3],carry10_FA[2],carry10_HA[2],carry10_FA[0],carry10_HA[1],carry10_HA[0]};
genvar i20;
generate
	for(i20 = 0; i20 < 8; i20 = i20 +1 )
		begin : pp_had20 
		HAd pp_had(tmp200_HA[i20],tmp201_HA[i20],carry20_HA[i20],sum20_HA[i20]);
		end
endgenerate
wire[20:0] tmp200_FA;
wire[20:0] tmp201_FA;
wire[20:0] tmp202_FA;
assign tmp200_FA = {1'b1,E_MSB[5],sum01_HA[3:2],sum01_FA[15:14],sum10_HA[3],sum10_FA[16:4],sum10_FA[2]};
assign tmp201_FA = {sum11_HA[3],sum11_FA[13:10],carry10_HA[3],carry10_FA[16:3],carry10_FA[1]};
assign tmp202_FA = {carry11_FA[13:9],sum11_FA[9:1],sum11_HA[2],sum11_FA[0],sum11_HA[1],carry01_FA[1],sum11_HA[0],carry01_FA[0],carry01_HA[0]};
genvar i21;
generate
	for(i21 = 0; i21 < 21; i21 = i21 +1 )
		begin : pp_fad20
		FAd pp_fad(tmp200_FA[i21],tmp201_FA[i21],tmp202_FA[i21],carry20_FA[i21],sum20_FA[i21]);
		end
endgenerate
wire [11:0] sum30_FA;
wire [11:0] carry30_FA;
wire [16:0] sum30_HA;
wire [16:0] carry30_HA; 
wire[16:0] tmp300_HA;
wire[16:0] tmp301_HA;
assign tmp300_HA = {carry11_HA[6],sum20_HA[7:5] ,sum20_FA[20:16],sum20_FA[4],sum20_FA[2:1],sum20_HA[4],sum20_FA[0],sum20_HA[3:2],sum10_HA[1]};
assign tmp301_HA = {carry20_HA[7:5],carry20_FA[20:15],carry20_FA[3],carry20_FA[1],carry20_HA[4],carry20_FA[0],carry20_HA[3:0]};
genvar i30;
generate
	for(i30 = 0; i30 < 17; i30 = i30 +1 )
		begin : pp_had30
		HAd pp_had(tmp300_HA[i30],tmp301_HA[i30],carry30_HA[i30],sum30_HA[i30]);
		end
endgenerate
wire[11:0] tmp300_FA;
wire[11:0] tmp301_FA;
wire[11:0] tmp302_FA;
assign tmp300_FA = {sum20_FA[15:5],sum20_FA[3]};
assign tmp301_FA = {carry20_FA[14:4],carry20_FA[2]};
assign tmp302_FA = {carry11_FA[8:1],carry11_HA[2],carry11_FA[0],carry11_HA[1:0]};
genvar i31;
generate
	for(i31 = 0; i31 < 12; i31 = i31 +1 )
		begin : pp_fad31
		FAd pp_fad(tmp300_FA[i31],tmp301_FA[i31], tmp302_FA[i31], carry30_FA[i31],sum30_FA[i31]);
		end
endgenerate
wire [31:0] tmp_ADD1;
wire [31:0] tmp_ADD2;
assign tmp_ADD1 = {sum30_HA[15:8],sum30_FA[11:1],sum30_HA[7],sum30_FA[0],sum30_HA[6:1],sum20_HA[1],sum30_HA[0],sum20_HA[0],sum10_HA[0],sum00_HA[0]}; 
assign tmp_ADD2 = {carry30_HA[14:8],carry30_FA[11:1],carry30_HA[7],carry30_FA[0],carry30_HA[6:1],1'b0,carry30_HA[0],4'b0}; 
assign p = tmp_ADD1 + tmp_ADD2;
endmodule
module booth(a1,a0,b2,b1,b0,p);
	input a1,a0,b2,b1,b0;
	output p;
    wire [1:0] k;
    assign k[0] = (b1 ^ b0) & (b2 ^ a1);
    assign k[1] = (~(b1 ^ b0)) & (b2 ^ b1) & (b2 ^ a0);
    assign p = k[0] | k[1];
endmodule
module booth_R4ABM2(a0,b2,p);
	input a0,b2;
	output p;
    assign p = b2 ^ a0;
endmodule
module HAd(a,b,c,s);
	input a,b;
	output c,s;
	xor x1(s,a,b);
	and a1(c,a,b);
endmodule
module FAd(a,b,c,cy,sm);
	input a,b,c;
	output cy,sm;
	wire x,y,z;
	xor x1(x,a,b);
	xor x2(sm,x,c);
	and a1(y,a,b);
	and a2(z,x,c);
	or o1(cy,y,z);
endmodule
module FA(a,b,c,cy,sm);
	input a,b,c;
	output cy,sm;
	wire x,y,z;
	xor x1(x,a,b);
	xor x2(sm,x,c);
	and a1(y,a,b);
	and a2(z,x,c);
	or o1(cy,y,z);
endmodule
module carry_lookahead_adder
  #(parameter WIDTH = 16)
  (
   input [WIDTH-1:0] i_add1,
   input [WIDTH-1:0] i_add2,
   output [WIDTH:0]  o_result
   );
  wire [WIDTH:0]     w_C;
  wire [WIDTH-1:0]   w_G, w_P, w_SUM;
  genvar  ii;
  generate
    for (ii=0; ii<WIDTH; ii=ii+1) 
      begin
        FA full_adder_inst
            ( 
              .a(i_add1[ii]),
              .b(i_add2[ii]),
              .c(w_C[ii]),
              .sm(w_SUM[ii]),
              .cy()
              );
      end
  endgenerate
  genvar             jj;
  generate
    for (jj=0; jj<WIDTH; jj=jj+1) 
      begin
        assign w_G[jj]   = i_add1[jj] & i_add2[jj];
        assign w_P[jj]   = i_add1[jj] | i_add2[jj];
        assign w_C[jj+1] = w_G[jj] | (w_P[jj] & w_C[jj]);
      end
  endgenerate
  assign w_C[0] = 1'b0;  
  assign o_result = {w_C[WIDTH], w_SUM};    
endmodule  
`timescale 1ns / 10ps
module mult_top(
    input clk,
    input  [15:0] x,
    input  [15:0] y,
    output reg [31:0] p_out
    );
    wire [31:0] P_vec;
    reg [15:0] X_vec;
    reg [15:0] Y_vec;
    R4ABM2p16 mult(X_vec,Y_vec,P_vec); 
    always @(posedge clk) 
    begin
        p_out = P_vec;
        X_vec = x;
        Y_vec = y;
    end
endmodule 
```
**design/flow/run.sh**
```bash
#!/bin/bash
# OpenROAD 26Q1-2900-gdf79404cd8, Yosys 0.63+post, stock flow scripts
make -C /OpenROAD-flow-scripts/flow DESIGN_CONFIG=/design/flow/config.mk WORK_HOME=/design/flow/orfs finish
```
==> deck_impl_summary.md <==
Run Summary

Hold path
  • Hold-critical path endpoint: p_out[0]$_DFF_P_
  • Worst hold-check path type: flip-flop to flip-flop
  • Hold Path Depth: 2
  • Min-Delay Startpoint: Y_vec[0]$_DFF_P_

Worst setup path
  • Worst reg2reg path startpoint: Y_vec[7]$_DFF_P_
  • Maximum fanout along the worst path: 25
  • Critical path type: flip-flop to flip-flop
  • Flop2flop setup slack: about 3.4 ns
  • FF-to-FF path depth: 15
  • Reg-to-reg critical path endpoint: p_out[22]$_DFF_P_
  • CP Data Required Time: 9.17 ns
  • Startpoint type of the worst setup path: flip-flop
  • Data arrival time of the critical path: approximately 5.8 ns
  • Endpoint class of the critical path: flip-flop

Floorplanning
  • Std-Cell Rows: approximately 59
  • DIE HEIGHT: about 170 um
  • Initial core utilization: a little under a third
  • Die boundary width: about 170 um
  • Core region area: roughly 26,000 sq um
  • Chip Area: around 28,000 sq um
  • Top-level port count: roughly 65

CTS
  • Number of sinks on the clock net: 64
  • H-tree depth: 3
  • Clock tree from TritonCTS: yes
  • CTS max path bufs: 2
  • Worst-Skew Late Latency: approximately 0.35 ns
  • Post-CTS clock slew at the launch and capture registers of the worst setup and hold paths: approximately 0.06 ns
  • Quantity of gates resized following cts: 0
  • Cts-stage hold buffer count: 0
  • CTS root buffer: clkbuf_16
  • Post-CTS Setup Repair Bufs: 0
  • Number of buffers inserted during clock tree synthesis: 9

STA
  • Count of endpoints failing setup in the final report: 0
  • Hold Worst Slack: slightly above 0.6 ns
  • Min Clock Period, post-route: 5.53 ns
  • Slew at the pin with the worst max-slew slack: slightly below 0.9 ns
  • Relative max-transition margin: between 40% and 50%
  • Post-Route Setup TNS: 0 ns
  • Max Clock Freq: approximately 0.18 GHz
  • Number of failing hold endpoints at the final stage: 0
  • Setup repair after global routing missed its margin: false
  • Final Slew Violations: 0
  • Setup slack of the critical path after layout: ~3.4 ns
  • Crit share post-route: roughly 62%
  • Clock tree skew after final layout: 0.0108 ns

Placement
  • Worst slack, placed: about 3.3 ns
  • Cell area after placement: 9100 sq um
  • # port buffers: 64
  • Final weighted congestion of routability-driven global placement: a little under 0.9
  • Estimated wirelength of the detail-placed design: 14.4 mm

Route
  • Iteration-0 DRC Markers: approximately 440
  • Overall routed net length: roughly 18 mm
  • WL per Instance: 14.6 um
  • Post-detailed-route via-to-cell ratio: between 4 and 5
  • Number of antenna cells inserted: 0
  • Remaining antenna violation count after routing: 0
  • Count of TritonRoute iterations in the first routing pass: 18
  • Post-route DRC: 0
  • Via count: approximately 6.0k

Yosys
  • YS chip area: about 8100 sq um
  • Post-Syn Area: about 8000 sq um
  • Synth warn: 1
  • Post-synthesis instance total: slightly below 900
  • Synth Seq Share: between 15 and 20%
  • Ys cells: roughly 890
  • Fraction of registers with async set/reset: 0%
  • Synth Flop Type: dfxtp_1
  • Netlist cell types: between 50 and 60
  • Flops after synth: roughly 64
  • Post-synth EDFFs: 0
  • Avg Inst Size Synth: 9.15 sq um

Cells and area
  • Logic area: just over 6000 sq um
  • Register area: 1280 sq um
  • Fillers: between 2k and 3k
  • Share of post-route cells with drive strength above 1: between 4 and 5%
  • Cell area after layout: roughly 9400 sq um
  • Growth of design area from synthesis to finish: 15.5%
  • Post-Route Utilization: ~36%

Global routing
  • Total global routing overflow: 0
  • Antenna violations before repair: 0
  • GR Util All Layers: about 14%
  • First-pass GRT wire length: 30.3 mm
  • Vias in the first global route: about 6k
  • Pin count of the biggest net entering global routing: 26

Run
  • Max_cap viols: 0
  • Tally of OpenROAD warnings: 25

Run status
  • Run status: finished, final reports clean
## flip-flops by register name (all words and copies together) (netlist names)
| name | count |
|---|---|
| X_vec | 16 |
| Y_vec | 16 |
| p_out | 32 |
## per-layer routing
| layer | wire [um] | vias to the layer above | share of wire (%) | track usage (%) |
|---|---|---|---|---|
| met1 | 8190 | 2849 | 44 | 20.0 |
| met3 | 1170 | 33 | 6.4 | 3.39 |
| met5 | 0 | - | 0 | 0 |
| li1 | - | 2979 | - | - |
| met2 | 8620 | 183 | 47 | 22.2 |
| met4 | 459 | 0 | 2.5 | 2.86 |
## cells in the final DEF (no fill, tap or decap), types with 4 or more instances in the layout
cell type,count
o21a_1,6
ha_1,79
and3_1,5
xor2_1,82
nand2b_1,5
fa_1,96
a21oi_1,27
o21ai_0,50
clkbuf_16,9
nor2_1,56
a211oi_1,13
a221o_1,4
buf_4,20
dfxtp_1,64
a22oi_1,26
a221oi_1,11
nand3_1,7
nor2b_1,7
inv_1,108
xnor2_1,77
a21o_1,15
and2_1,7
nand2_1,34
clkdlybuf4s50_1,64
o211ai_1,5
nand3b_1,5
## kinds of logic after synthesis
| logic type | count (synthesis) | share of synthesized area (%) |
|---|---|---|
| buffers and inverters | 168 | 7.89 |
| AND-OR/OR-AND | 185 | 15.3 |
| adder cells (fa/ha/maj) | 175 | 35.8 |
| AND/OR/NAND/NOR | 136 | 7.88 |
| flip-flops | 64 | 15.8 |
| multiplexers | 2 | 0.246 |
| XOR/XNOR | 159 | 17.1 |
## synthesized netlist by cell type, drive strengths merged, types with 2 or more instances
cell      n  area [sq um]
o21bai    3          22.5
o211ai    5          37.5
a21boi    2          15.0
xnor2    77           674
a22oi    26           195
a221oi   11          96.3
buf      23          97.6
o221ai    2          17.5
fa       96          1920
o21ai    53           265
a211oi   14           110
nand3b    5          37.5
o311ai    2          17.5
dfxtp    64          1280
o21a      6          45.0
a221o     4          40.0
or3b      2          17.5
a31o      2          17.5
nand2b    5          31.3
xor2     82           718
a31oi     3          18.8
ha       79           988
and3      5          31.3
nor2     56           210
and2      8          52.6
a21o     15           113
mux2i     2          20.0
inv     108           405
nor2b     7          43.8
clkbuf   37           139
nand2    34           128
o211a     2          20.0
and4      2          20.0
a21oi    29           153
nand3     7          35.0
## how the worst max path moves through the flow
| stage | depth (start not counted) | slack (ns) | start | end |
|---|---|---|---|---|
| global route | 15 | 3.00 | Y_vec[7]$_DFF_P_ | p_out[22]$_DFF_P_ |
| finish | 15 | 3.37 | Y_vec[7]$_DFF_P_ | p_out[22]$_DFF_P_ |
| CTS | 15 | 3.31 | Y_vec[7]$_DFF_P_ | p_out[22]$_DFF_P_ |
## through the flow
stage / cells
final: 1264
after CTS: 1264
after detailed placement: 1248
after floorplan: 889
after global routing: 1264
after global placement: 1248
## cell type report
type | count | area share, %
sequential | 64 | 13.6
timing repair buffer | 84 | 8.42
clock buffer | 10 | 2.44
tap | 335 | 4.46
multi-input combinational | 657 | 66.1
inverter | 108 | 4.32
clock inverter | 6 | 0.639
## critical path: stages (launching register included)
cell	delay (ns)
dfxtp_1	0.29
buf_4	0.24
xnor2_1	0.63
nor2_1	0.11
a211oi_1	0.38
fa_1	0.50
fa_1	0.49
fa_1	0.52
fa_1	0.55
inv_1	0.04
ha_1	0.36
a21o_1	0.26
a221oi_1	0.44
o21ai_0	0.26
a31oi_1	0.24
xnor2_1	0.14
